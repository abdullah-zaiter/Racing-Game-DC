**flow/run.sh**
```bash
#!/bin/bash
# OpenROAD 26Q1-2900-gdf79404cd8, Yosys 0.63+post, stock flow scripts
make -C /OpenROAD-flow-scripts/flow DESIGN_CONFIG=/design/flow/config.mk WORK_HOME=/design/flow/orfs finish
```
**flow/config.mk**
```make
export PLATFORM = sky130hd
export DESIGN_NAME = PistaVerilog
export DESIGN_NICKNAME = PistaVerilog
export VERILOG_FILES = /design/flow/design.v
export SDC_FILE = /design/flow/constraint.sdc
export NUM_CORES = 4
export LEC_CHECK = 1
export CORE_AREA = 10 10 96 96
export DIE_AREA = 0 0 106 106
```
**flow/constraint.sdc**
```tcl
current_design PistaVerilog

set clk_period 2.9
set clk_io_pct 0.2

create_clock -name clk0 -period $clk_period [get_ports {CLK}]

set non_clock_inputs [all_inputs -no_clocks]
set_input_delay [expr $clk_period * $clk_io_pct] -clock clk0 $non_clock_inputs
set_output_delay [expr $clk_period * $clk_io_pct] -clock clk0 [all_outputs]
```
**flow/design.v**
```verilog
module PistaVerilog (
	output reg [7:0] Q,
	input RESET,
	input CLK
);
reg [7:0] pista [63:0];
reg [5:0] cont;
initial
	begin
			pista [0] = 8'b10000001;
			pista [1] = 8'b11000011;
			pista [2] = 8'b11100111;
			pista [3] = 8'b11100111;
			pista [4] = 8'b11000011;
			pista [5] = 8'b10000001;
			pista [6] = 8'b11000011;
			pista [7] = 8'b11100011;
			pista [8] = 8'b11100011;
			pista [9] = 8'b11000001;
			pista [10] = 8'b10000111;
			pista [11] = 8'b11000111;
			pista [12] = 8'b11100111;
			pista [13] = 8'b11000011;
			pista [14] = 8'b10000001;
			pista [15] = 8'b10011001;
			pista [16] = 8'b10000001;
			pista [17] = 8'b11000011;
			pista [18] = 8'b11100011;
			pista [19] = 8'b11000111;
			pista [20] = 8'b11000011;
			pista [21] = 8'b10000001;
			pista [22] = 8'b10011001;
			pista [23] = 8'b10011001;
			pista [24] = 8'b10011001;
			pista [25] = 8'b10000001;
			pista [26] = 8'b10000001;
			pista [27] = 8'b10000001;
			pista [28] = 8'b11000011;
			pista [29] = 8'b11100111;
			pista [30] = 8'b10000001;
			pista [31] = 8'b10111001;
			pista [32] = 8'b10100001;
			pista [33] = 8'b10000101;
			pista [34] = 8'b10011101;
			pista [35] = 8'b10000001;
			pista [36] = 8'b10000001;
			pista [37] = 8'b11100111;
			pista [38] = 8'b11100011;
			pista [39] = 8'b11110001;
			pista [40] = 8'b11111001;
			pista [41] = 8'b11111001;
			pista [42] = 8'b11111101;
			pista [43] = 8'b11110001;
			pista [44] = 8'b11100011;
			pista [45] = 8'b11000111;
			pista [46] = 8'b11000011;
			pista [47] = 8'b11010011;
			pista [48] = 8'b11010011;
			pista [49] = 8'b10011001;
			pista [50] = 8'b10011001;
			pista [51] = 8'b10011101;
			pista [52] = 8'b10011101;
			pista [53] = 8'b11001001;
			pista [54] = 8'b11100011;
			pista [55] = 8'b11110111;
			pista [56] = 8'b11110011;
			pista [57] = 8'b11111001;
			pista [58] = 8'b10000011;
			pista [59] = 8'b10011111;
			pista [60] = 8'b10000001;
			pista [61] = 8'b11111011;
			pista [62] = 8'b11100011;
			pista [63] = 8'b10001111;
		cont = 0;
	end	
always @(posedge CLK or posedge RESET)
	if (RESET)
		begin
			pista [0] = 8'b10000001;
			pista [1] = 8'b11000011;
			pista [2] = 8'b11100111;
			pista [3] = 8'b11100111;
			pista [4] = 8'b11000011;
			pista [5] = 8'b10000001;
			pista [6] = 8'b11000011;
			pista [7] = 8'b11100011;
			pista [8] = 8'b11100011;
			pista [9] = 8'b11000001;
			pista [10] = 8'b10000111;
			pista [11] = 8'b11000111;
			pista [12] = 8'b11100111;
			pista [13] = 8'b11000011;
			pista [14] = 8'b10000001;
			pista [15] = 8'b10011001;
			pista [16] = 8'b10000001;
			pista [17] = 8'b11000011;
			pista [18] = 8'b11100011;
			pista [19] = 8'b11000111;
			pista [20] = 8'b11000011;
			pista [21] = 8'b10000001;
			pista [22] = 8'b10011001;
			pista [23] = 8'b10011001;
			pista [24] = 8'b10011001;
			pista [25] = 8'b10000001;
			pista [26] = 8'b10000001;
			pista [27] = 8'b10000001;
			pista [28] = 8'b11000011;
			pista [29] = 8'b11100111;
			pista [30] = 8'b10000001;
			pista [31] = 8'b10111001;
			pista [32] = 8'b10100001;
			pista [33] = 8'b10000101;
			pista [34] = 8'b10011101;
			pista [35] = 8'b10000001;
			pista [36] = 8'b10000001;
			pista [37] = 8'b11100111;
			pista [38] = 8'b11100011;
			pista [39] = 8'b11110001;
			pista [40] = 8'b11111001;
			pista [41] = 8'b11111001;
			pista [42] = 8'b11111101;
			pista [43] = 8'b11110001;
			pista [44] = 8'b11100011;
			pista [45] = 8'b11000111;
			pista [46] = 8'b11000011;
			pista [47] = 8'b11010011;
			pista [48] = 8'b11010011;
			pista [49] = 8'b10011001;
			pista [50] = 8'b10011001;
			pista [51] = 8'b10011101;
			pista [52] = 8'b10011101;
			pista [53] = 8'b11001001;
			pista [54] = 8'b11100011;
			pista [55] = 8'b11110111;
			pista [56] = 8'b11110011;
			pista [57] = 8'b11111001;
			pista [58] = 8'b10000011;
			pista [59] = 8'b10011111;
			pista [60] = 8'b10000001;
			pista [61] = 8'b11111011;
			pista [62] = 8'b11100011;
			pista [63] = 8'b10001111;
			cont = 0;
			Q = pista[cont];
		end
	else
		begin 
			Q = pista[cont];
			cont = cont+1'b1;
			if(cont == 6'd63)
				cont = 0;
		end
endmodule
```
==> impl_metrics.tcl <==
# collected from the flow reports
set metrics [dict create \
    run_status "finished clean" \
    initCoreUtil_pct 17.4 \
    min_delay_worst_endpoint "cont[0]" \
    yosysUniqueCellTypes 49 \
    dpl_cell_area_sq_um 1370 \
    grt_first_pass_wirelength_mm 5.42 \
    dieArea_sq_um 11200 \
    die_w_microns 106 \
    setup_repair_after_global_routing_missed_its_margin "no" \
    via_count_of_the_first_global_routing_pass 1139 \
    fin_crit_ns 2.51 \
    ys_dominant_reg_cell "sky130_fd_sc_hd__dfrtp_1" \
    maxSlewHeadroom_pct 48.1 \
    fraction_of_the_cycle_the_final_worst_path_needs_pct 86.4 \
    skew_ns 0.00115 \
    placementRows 31 \
    clock.fmax_ghz 0.399 \
    route.top_layer_used "met4" \
    wl_met1_mm 1.36 \
    clock_sinks 12 \
    synthesis.area_sq_um 1260 \
    wl_per_cell_microns 12.3 \
    number_of_cells_on_the_worst_hold_path 1 \
    floorplan.core_area_sq_um 7210 \
    die_height_microns 106 \
    timing.final.hold_violations 0 \
    largest_net_degree_at_the_start_of_global_routing 27 \
    yosysSeqAreaShare_pct 23.9 \
    power_leakage_nw 0.564 \
    finalSetupTns_ns 0 \
    gp_routability_congestion 0.983 \
    yosysChipArea_sq_um 1260 \
    grt_util_all_layers_pct 5.59 \
    dr_wl_met3_microns 329 \
    tritoncts "built" \
    ys_seq_elements 12 \
    end_kind "flop" \
    warning_count 30 \
    cts_hold_repair.buffers 0 \
    maxCapViolCount 0 \
    insertion_delay_ns 0.24 \
    timing.rr.end "Q[1]" \
    place.detailed.hpwl_mm 2.23 \
    port_buffers 7 \
    lay_top_cells "21 x sky130_fd_sc_hd__nand2_1, 14 x sky130_fd_sc_hd__nor2_1, 14 x sky130_fd_sc_hd__a21oi_1" \
    report.final.setup_viol 0 \
    tightest_slew_ns 0.777 \
    clock_tree.root_cell "sky130_fd_sc_hd__clkbuf_8" \
    drive_above_1_share_pct 4.29 \
    ios 10 \
    critical_setup_path_kind "reg2reg" \
    clk_pin_slew_worst_paths_ns 0.06 \
    critical_path.startpoint_type "flop" \
    cts.repair.resized 0 \
    ys_cells 167 \
    power.density_nw_per_um2 250 \
    grt_antenna_before_repair 0 \
    cts_made_buffers 3 \
    antenna_cells 0 \
    layout-area-overhead-vs-synth_pct 13.0 \
    required_ns 3.01 \
    drt_wl_total_mm 3.23 \
    netlist_instances 167 \
    detail_route.vias_per_cell 4.70 \
    worst_hold_startpoint "cont[0]" \
    remaining_design_rule_violation_count 0 \
    cts-htree-levels 1 \
    synth-edff-count 0 \
    postRouteAntennaNets 0 \
    postSynth.asyncResetShare_pct 100 \
    met2_routed_length_mm 1.36 \
    worst_r2r_path_depth 5 \
    worst-path-max-fanout 26 \
    final_global_route_overflow_total 0 \
    syn_area_per_cell_sq_um 7.53 \
    worst_ir_drop_vdd_uv 90.8 \
    yosys_warnings 2 \
    vias 1231 \
    regToRegSetupSlack_ns 0.39 \
    design_area_sq_um 1420 \
    final_layout_top_logic_cell "sky130_fd_sc_hd__nand2_1" \
    dr.pass1.iters 4 \
    worstPathArrival_ns 2.62 \
    clk_path_buf_depth 2 \
    timing.rr.start "cont[3]" \
    maxSlewViolCount 0 \
    min-delay-path-class "reg2reg" \
    setup_fix_bufs_post_cts 0 \
    initialDrtViolationCount 88 \
]
## state kept, by name, summed over array words and instances, names as in the netlist
signal  count
Q           6
cont        6
## cell type report
cell class | count | area (sq um)
clock buffers | 4 | 55.1
fillers | 800 | 5790
inverters | 7 | 26.3
multi-input cells | 132 | 838
flip-flops and latches | 12 | 300
well taps | 99 | 124
repair buffers | 8 | 77.6
## cells by family (layout without fill, tap and decap cells)
logic type | after synthesis | in the layout | share of synthesized area, %
DFF | 12 | 12 | 23.9
adders and majority gates | 6 | 6 | 5.97
other | 1 | 2 | 0.298
buffers and inverters | 24 | 19 | 9.75
AOI/OAI and AO/OA | 52 | 52 | 28.1
and+or+nand+nor | 67 | 67 | 28.4
muxes | 2 | 2 | 1.59
xor gates and xnor gates | 3 | 3 | 2.09
## where the power goes
| part | switching [mW] | leakage [nW] | internal (mW) | total [mW] |
|---|---|---|---|---|
| combinational | 0.00354 | 0.393 | 0.00126 | 0.00480 |
| clock | 0.0633 | 0.0288 | 0.120 | 0.183 |
| sequential | 0 | 0.142 | 0.168 | 0.168 |
## cells in the mapped netlist, types with 3 or more instances
cell,count,area share [%]
sky130_fd_sc_hd__o22ai_1,3,1.5
sky130_fd_sc_hd__nor2b_1,5,2.5
sky130_fd_sc_hd__clkbuf_1,6,1.8
sky130_fd_sc_hd__nand2b_1,6,3.0
sky130_fd_sc_hd__nand3_1,4,1.6
sky130_fd_sc_hd__ha_1,6,6.0
sky130_fd_sc_hd__nand2_1,21,6.3
sky130_fd_sc_hd__buf_2,5,2.0
sky130_fd_sc_hd__nand3b_1,4,2.4
sky130_fd_sc_hd__buf_4,5,3.0
sky130_fd_sc_hd__nor2_1,14,4.2
sky130_fd_sc_hd__inv_1,7,2.1
sky130_fd_sc_hd__o21ai_0,9,3.6
sky130_fd_sc_hd__o221ai_1,3,2.1
sky130_fd_sc_hd__a21oi_1,14,5.6
sky130_fd_sc_hd__dfrtp_1,12,24
## through the flow
stage | util (%) | worst slack [ns] | hold slack, ns | power [mW] | cells
6_report | 19.7 | 0.393 | 0.566 | 0.356 | 262
5_1_grt | 19.7 | 0.295 | 0.600 | 0.374 | 262
4_1_cts | 19.7 | 0.500 | 0.571 | 0.365 | 262
3_5_place_dp | 18.9 | 0.533 | 0.562 | 0.176 | 258
3_3_place_gp | 18.9 | 0.460 | 0.549 | 0.176 | 258
2_1_floorplan | - | 0.931 | 0.445 | 0.175 | 168
## routing by layer
metal / vias to the layer above / GRT usage, %
met4: 0 / 2.71
li1: 587 / -
met1: 549 / 7.04
met5: - / 0
met2: 77 / 8.48
met3: 18 / 1.77
## worst max path at each step
stage / from / to / slack, ns / cells past startpoint
5_1_grt: cont[3] / Q[1] / 0.30 / 5
4_1_cts: cont[3] / Q[1] / 0.50 / 5
6_report: cont[3] / Q[1] / 0.39 / 5
## worst max-delay path, stage by stage (launching register included)
cell and delay, ns:
sky130_fd_sc_hd__dfrtp_1 0.84, sky130_fd_sc_hd__nor2b_1 0.71, sky130_fd_sc_hd__a311oi_1 0.16, sky130_fd_sc_hd__a221o_1 0.40
sky130_fd_sc_hd__nor2_1 0.15, sky130_fd_sc_hd__nand4_1 0.11
No activity file was given, so power comes from the tool's default toggle rates.
