==> ./design.v <==
module fdiv100khz (clkin,clkout);
input clkin;
output reg clkout;
integer cont;
initial
   cont=0;
always @(posedge clkin)
  begin
	if (cont==250)
		begin
			cont<=0;
			clkout<=~clkout;
		end
		else
		begin
			cont<=cont+1;
			clkout<=clkout;
		end
   end
endmodule
==> ./run.sh <==
#!/bin/bash
# OpenROAD 26Q1-2900-gdf79404cd8, Yosys 0.63+post, stock flow scripts
make -C /OpenROAD-flow-scripts/flow DESIGN_CONFIG=/design/flow/config.mk WORK_HOME=/design/flow/orfs finish
==> ./config.mk <==
export PLATFORM = sky130hd
export DESIGN_NAME = fdiv100khz
export DESIGN_NICKNAME = fdiv100khz
export VERILOG_FILES = /design/flow/design.v
export SDC_FILE = /design/flow/constraint.sdc
export NUM_CORES = 4
export LEC_CHECK = 1
export CORE_UTILIZATION = 30
==> ./constraint.sdc <==
current_design fdiv100khz

set clk_period 7.8
set clk_io_pct 0.2

create_clock -name clk0 -period $clk_period [get_ports {clkin}]

set non_clock_inputs [all_inputs -no_clocks]
set_input_delay [expr $clk_period * $clk_io_pct] -clock clk0 $non_clock_inputs
set_output_delay [expr $clk_period * $clk_io_pct] -clock clk0 [all_outputs]
==> flow_metrics.env <==
# implementation run metrics
export IMPL_max_slew_worst_pin_slew_ps=797
export IMPL_groute_usage_overall_pct=10.1
export IMPL_power_clock_fraction_pct=41.1
export IMPL_tritoncts_num_buffers=5
export IMPL_enable_flop_cells=1
export IMPL_layout_worst_path_cycle_share_pct=33.7
export IMPL_final_setup_viol_count=0
export IMPL_end_kind="output pin"
export IMPL_placement_rows=24
export IMPL_netlist_instances=148
export IMPL_buffer_and_inverter_count_on_the_worst_path=1
export IMPL_min_delay_path_class="reg2reg"
export IMPL_start_kind="flip-flop"
export IMPL_die_height_um=70.9
export IMPL_grt_remaining_overflow=0
export IMPL_cp_startpoint="clkout$_DFFE_PN_"
export IMPL_placed_cells_incl_taps=200
export IMPL_ys_top_logic_family="simple AND/OR/NAND/NOR gates"
export IMPL_detail_route_wirelength_um=2320
export IMPL_coreArea_um2=4470
export IMPL_avgRoutedWirePerCell_um=11.1
export IMPL_tritoncts="yes"
export IMPL_antenna_found_initial=0
export IMPL_ys_seq_share_pct=47.1
export IMPL_detail_route_first_pass_iterations=4
export IMPL_initial_cell_density_of_the_core_pct=31.9
export IMPL_timing_setup_critical_path_class="reg2out"
export IMPL_initialDrtViolationCount=18
export IMPL_mappedNetlistArea_um2=1430
export IMPL_cp_data_required_time_ps=6240
export IMPL_sw_frac_of_total_pct=19.0
export IMPL_timing_critical_path_slowest_stage_cell="sky130_fd_sc_hd__clkdlybuf4s50_1"
export IMPL_yosysWarnings=1
export IMPL_p_switching_mw=0.0547
export IMPL_synthTopCellsByArea="sky130_fd_sc_hd__dfxtp_1 (45%), sky130_fd_sc_hd__xnor2_1 (10%), sky130_fd_sc_hd__xor2_1 (8.0%)"
export IMPL_fin_cells=208
export IMPL_clockBufferDepth=2
export IMPL_cts_reportedPaths_clkPinSlew_ps=60
export IMPL_hold_buffers=0
export IMPL_synth_avg_cell_area_um2=9.63
export IMPL_max_clock_freq_ghz=0.381
export IMPL_drc=0
export IMPL_unrepaired_setup_endpoints_after_global_routing="no"
export IMPL_gp_congestion=0.756
export IMPL_synth_simple_area_share_pct=30.7
export IMPL_finClkSkew_ps=4.49
export IMPL_synth_cellmix_compoundShare_pct=0
export IMPL_cts_repair_timing_setup_buffer_count=0
export IMPL_layout_area_overhead_vs_synth_pct=10.7
export IMPL_nFillCells=451
export IMPL_cp_top_family="buffers and inverters"
export IMPL_clk_latency_ps=280
export IMPL_root_buffer="sky130_fd_sc_hd__clkbuf_8"
export IMPL_ys_async_sr_fraction_pct=0
export IMPL_antenna_violating_nets_post_route=0
export IMPL_grt_start_max_net_pins=10
export IMPL_max_area_cell_share_pct=45.0
export IMPL_logic_pwr_share_pct=0
export IMPL_max_capacitance_violation_total=0
export IMPL_antenna_cells=0
export IMPL_hpwlAfterDp_um=1620
export IMPL_ys_flops=33
export IMPL_postSynth_topFlopCell="sky130_fd_sc_hd__dfxtp_1"
export IMPL_number_of_distinct_library_cells_after_synthesis=22
export IMPL_min_period_ps=2630
export IMPL_yosys_top_cells_count="sky130_fd_sc_hd__dfxtp_1 (32), sky130_fd_sc_hd__xnor2_1 (17), sky130_fd_sc_hd__nor2_1 (15)"
export IMPL_detailroute_via_count=1021
export IMPL_die_width_um=70.9
export IMPL_largest_area_cell="sky130_fd_sc_hd__dfxtp_1"
export IMPL_ys_sh_adder_pct=1.76
export IMPL_vdd_ir_drop_worst_v=0.000121
export IMPL_power_density_nw_per_um2=182
export IMPL_slew_headroom_pct=46.4
export IMPL_total_leakage_power_nw=0.585
export IMPL_power_share_sequential_pct=58.9
export IMPL_number_of_global_route_vias_before_repair=942
export IMPL_synth_yosys_num_cells=148
export IMPL_synth_cellmix_xorXnorShare_pct=18.4
export IMPL_post_synth_mux_area_share_pct=0
export IMPL_worst_path_largest_cell_delay_ps=450
export IMPL_ctsResizeCount=0
export IMPL_ios=2
export IMPL_number_of_hold_slack_violations_in_the_final_timing_report=0
export IMPL_clock_sinks=33
export IMPL_worst_r2r_startpoint="cont[2]$_SDFF_PN0_"
export IMPL_yosys_cell_count_top_type="sky130_fd_sc_hd__dfxtp_1"
export IMPL_synth_area_yosys_um2=1430
export IMPL_critical_path_depth=1
export IMPL_stage_log_warnings=26
export IMPL_internal_power_mw=0.232
export IMPL_worstPathArrival_ps=1070
export IMPL_total_power_mw=0.287
export IMPL_fraction_of_layout_instances_using_a_drive_strength_above_1_pct=7.05
export IMPL_grt_first_pass_wirelength_um=4050
export IMPL_max_fo_critical_path=2
export IMPL_number_of_h_tree_levels=2
export IMPL_totalNegativeSetupSlack_ps=0
export IMPL_cp_cell_sequence="clkdlybuf4s50_1"
export IMPL_whs_path_depth=1
export IMPL_status="finished, final reports clean"
export IMPL_final_max_slew_viol_count=0
export IMPL_timing_hold_ws_ps=463
export IMPL_length_in_cells_of_the_worst_reg_to_reg_path=4
export IMPL_chip_area_um2=5030
export IMPL_port_buffers=1
export IMPL_drt_vias_per_instance=4.91
export IMPL_hold_start="cont[31]$_SDFF_PN0_"
cell usage in the layout (no fill, tap or decap):
cell type / instances
sky130_fd_sc_hd__dfxtp_1: 32
sky130_fd_sc_hd__xnor2_1: 17
sky130_fd_sc_hd__nor2_1: 15
sky130_fd_sc_hd__nand3_1: 13
sky130_fd_sc_hd__xor2_1: 13
sky130_fd_sc_hd__nand4_1: 11
sky130_fd_sc_hd__nor4_1: 10
sky130_fd_sc_hd__nand2_1: 7
sky130_fd_sc_hd__nor3_1: 6
sky130_fd_sc_hd__inv_1: 5
sky130_fd_sc_hd__clkbuf_8: 5
sky130_fd_sc_hd__nor4_2: 3
sky130_fd_sc_hd__clkbuf_1: 3
sky130_fd_sc_hd__or4_1: 2
sky130_fd_sc_hd__and4_1: 2
sky130_fd_sc_hd__or3_1: 2
sky130_fd_sc_hd__ha_1: 2
sky130_fd_sc_hd__nand4_4: 1
sky130_fd_sc_hd__or2_1: 1
sky130_fd_sc_hd__and3_1: 1
sky130_fd_sc_hd__and2_1: 1
sky130_fd_sc_hd__or2_2: 1
sky130_fd_sc_hd__edfxtp_1: 1
sky130_fd_sc_hd__clkdlybuf4s50_1: 1
sky130_fd_sc_hd__buf_4: 1
power by group through the flow:
| stage | Sequential [mW] | Clock, mW | Combinational (mW) |
|---|---|---|---|
| after CTS | 0.169 | 0.123 | 0.000000276 |
| after global routing | 0.169 | 0.132 | 0.000000276 |
| final | 0.169 | 0.118 | 0.000000276 |
stage by stage:
stage	cell area [um^2]	setup slack [ps]	utilization (%)
2_1_floorplan	1430	5910	-
3_3_place_gp	1500	5460	33.5
3_5_place_dp	1500	5460	33.5
4_1_cts	1580	5150	35.3
5_1_grt	1580	5120	35.3
6_report	1580	5170	35.3
state kept, by name (all words and copies together), names as in the netlist:
| name | flops |
|---|---|
| clkout | 1 |
| cont | 32 |
routing by layer:
metal | part of all wire [%] | track usage (%)
met2 | 42 | 15.3
met3 | 1.8 | 1.45
met5 | 0 | 0
met1 | 53 | 15.4
met4 | 2.5 | 2.67
final timing paths:
| path | to | slack [ps] |
|---|---|---|
| max | clkout | 5170 |
| min | cont[31]$_SDFF_PN0_ | 460 |
| min reg2reg | cont[31]$_SDFF_PN0_ | 460 |
| max reg2reg | cont[29]$_SDFF_PN0_ | 5800 |
final cells by class:
class                   instances  area, um^2  share of cell area [%]
repair buffers                  2        17.5                    1.11
inverters                       5        18.8                    1.19
clock buffers                   8        80.1                    5.08
multi-input cells             108         726                    46.0
well taps                      52        65.1                    4.12
flip-flops and latches         33         671                    42.5
cell families after synthesis:
group,Yosys count
xor+xnor,30
flops,33
fa+ha+maj,2
buf+inv,7
simple gates,76
Power figures rest on the tool's default switching activity, not on a simulated workload.
