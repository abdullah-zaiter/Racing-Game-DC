## flow/config.mk

```make
export PLATFORM = sky130hd
export DESIGN_NAME = fdiv
export DESIGN_NICKNAME = fdiv
export VERILOG_FILES = /design/flow/design.v
export SDC_FILE = /design/flow/constraint.sdc
export NUM_CORES = 4
export LEC_CHECK = 1
export CORE_AREA = 10 10 96 96
export DIE_AREA = 0 0 106 106
```

## flow/constraint.sdc

```tcl
current_design fdiv

set clk_period 3.8
set clk_io_pct 0.2

create_clock -name clk0 -period $clk_period [get_ports {clkin}]

set non_clock_inputs [all_inputs -no_clocks]
set_input_delay [expr $clk_period * $clk_io_pct] -clock clk0 $non_clock_inputs
set_output_delay [expr $clk_period * $clk_io_pct] -clock clk0 [all_outputs]
```

## flow/design.v

```verilog
module fdiv (clkin,clkout);
input clkin;
output reg clkout;
integer cont;
initial
   cont=0;
always @(posedge clkin)
  begin
	if (cont==25000000)
		begin
			cont<=0;
			clkout<=~clkout;
		end
		else
		begin
			cont<=cont+1;
			clkout<=clkout;
		end
   end
endmodule
```

## flow/run.sh

```bash
#!/bin/bash
# OpenROAD 26Q1-2900-gdf79404cd8, Yosys 0.63+post, stock flow scripts
make -C /OpenROAD-flow-scripts/flow DESIGN_CONFIG=/design/flow/config.mk WORK_HOME=/design/flow/orfs finish
```

==> flow_metrics.tcl <==
# flow metrics
set metrics [dict create \
    grt_setup_unrepaired "false" \
    tightest_slew_ns 0.657 \
    numCtsBuffers 5 \
    reg2reg_depth 4 \
    setup_tns_ns 0 \
    dp_hpwl_mm 1.87 \
    edf_count 1 \
    p_leak_nw 0.646 \
    synth-async-reset-ratio_pct 0 \
    die_h_um 106 \
    tool_warnings 26 \
    antenna_found_initial 0 \
    clkLatencyLatePin_ns 0.28 \
    diodes 0 \
    drive_above_1_share_pct 7.14 \
    ys_seq_share_pct 44.5 \
    ys_chip_area_um2 1510 \
    area_growth_pct 12.4 \
    use_met3_pct 1.35 \
    drc 0 \
    cts_root_buf "clkbuf_8" \
    maxCapViolCount 0 \
    critPathKind "reg2reg" \
    cts-resized-gates 0 \
    hold_viol 0 \
    powerDensity_nw_per_um2 352 \
    lay_top_cells "dfxtp_1, nand3_1, xor2_1" \
    die_width_um 106 \
    rows 31 \
    hold_buffers 0 \
    busiest_layer "met1" \
    cp-endpoint "clkout" \
    die_area_um2 11200 \
    port_buffers 1 \
    crit_required_ns 3.79 \
    crit_start "cont[16]" \
    period_used_pct 54.9 \
    critical_path_arrival_ns 2.08 \
    cp-end-kind "register" \
    yosys_warnings 1 \
    use_met2_pct 6.27 \
    syn_area_per_cell_um2 9.13 \
    core-area_um2 7210 \
    p_sw_mw 0.118 \
    fmax_ghz 0.479 \
    path_max_fanout 9 \
    clock_sinks 33 \
    hp-class "reg2reg" \
    num_io_pins 2 \
    reg2reg_slack_ns 1.71 \
    sw_frac_of_total_pct 19.9 \
    synth_flops 33 \
    fp_util_pct 20.9 \
    flop_cell "dfxtp_1" \
    finalPower_mw 0.596 \
    grt_pass1_vias 956 \
    status "completed" \
    synth_cells 165 \
    gp_congestion 0.842 \
    final-setup-viol-count 0 \
    grt_util_met1_pct 7.14 \
    yosys_cells 165 \
    vias_per_cell 4.15 \
    layout_top_cell "dfxtp_1" \
    ant_nets 0 \
    fin_crit_ns 2.09 \
    p_int_mw 0.477 \
    tritoncts "built" \
    netlist_area_um2 1510 \
    grt_use_total_pct 4.60 \
    pwr-share-seq_pct 58.3 \
    finalWirelength_mm 2.67 \
    clk_pin_slew_worst_paths_ns 0.06 \
    p_clk_share_pct 41.7 \
    cts_max_level 2 \
    synth_cell_types 32 \
    critPathLaunchType "register" \
    drt_iter0_drc 63 \
    postCtsSetupRepairBufs 0 \
    wl_per_cell_um 9.99 \
    grt_max_degree 13 \
    gr-total-overflow 0 \
    comb_power_share_pct 0 \
    drtPass1Iterations 4 \
    vias 1109 \
    r2r-end "clkout" \
    slew_headroom_pct 55.8 \
    grt_pass1_wl_mm 4.46 \
    fin_skew_ns 0.00741 \
    cts_max_path_buffers 2 \
    rr_startpoint "cont[16]" \
    drv_slew 0 \
    ir_worst_vdd_uv 185 \
]
[cells by family after synthesis]
group / synth area share [%]
AOI/OAI and AO/OA: 5.73
xor gates and xnor gates: 12.8
adders and majority gates: 1.66
buffers and inverters: 4.32
DFF: 44.5
and+or+nand+nor: 31.0
[sequential cells by signal, summed over array words and instances (netlist names)]
signal / count
clkout: 1
cont: 32
[per-stage QoR]
step / std cells / hold slack, ns / area, um^2 / worst slack (ns) / utilization [%]
after global placement: 259 / 0.454 / 1610 / 1.69 / 22.4
after floorplan: 165 / 0.432 / 1510 / 1.98 / -
after detailed placement: 259 / 0.448 / 1610 / 1.73 / 22.4
after global routing: 267 / 0.464 / 1690 / 1.58 / 23.5
after CTS: 267 / 0.459 / 1690 / 1.69 / 23.5
final: 267 / 0.456 / 1690 / 1.71 / 23.5
[cell usage after synthesis (5+ instances only)]
master    n  area share [%]
or3_1     5             2.1
nand3_1  16             5.3
nand4_1   7             2.9
xnor2_1  10             5.8
nor4_1    7             2.9
a21oi_1   7             2.3
nor2_1   10             2.5
dfxtp_1  32              43
xor2_1   12             7.0
nand2_1   9             2.2
inv_1     8             2.0
[power groups by stage]
stage     clock [mW]  combinational [mW]  sequential, mW
4_1_cts        0.256         0.000000338           0.347
5_1_grt        0.270         0.000000338           0.347
6_report       0.248         0.000000338           0.347
[area by class of cell]
cell class	instances	area (um^2)
clock buffers	8	80.1
fillers	794	5520
inverters	8	30.0
multi-input cells	117	771
flip-flops and latches	33	671
well taps	99	124
repair buffers	2	17.5
[worst min path at each step]
stage / from / end / slack, ns / depth (start not counted)
after CTS: cont[31] / cont[31] / 0.46 / 1
after global routing: cont[31] / cont[31] / 0.46 / 1
final: cont[31] / cont[31] / 0.46 / 1
[per-layer routing]
layer,routed length (um),part of all wire [%]
met5,0,0
met4,18,0.68
met3,82,3.1
met2,1050,39
met1,1510,57
[worst max-delay path, stage by stage (launching register included)]
cell	delay (ns)
dfxtp_1	0.39
nor4bb_1	0.34
nand4_1	0.19
nor4_2	0.60
buf_4	0.29
No activity file was given, so power comes from the tool's default toggle rates.
